**flow/design.v**
```verilog
module rat #(
    parameter ARCH_REGS = 32,
    parameter PHYS_REGS = 64,
    parameter PR_BITS   = 6
)(
    input  logic               clk,
    input  logic               rst,
    input  logic [4:0]         rs1_arch,
    input  logic [4:0]         rs2_arch,
    output logic [PR_BITS-1:0] rs1_phys,
    output logic [PR_BITS-1:0] rs2_phys,
    output logic [PR_BITS-1:0] old_phys,
    input  logic               rename_en,
    input  logic [4:0]         rd_arch,
    input  logic [PR_BITS-1:0] rd_phys
);
    logic [PR_BITS-1:0] rat_table [ARCH_REGS-1:0];
    integer i;
always_ff @(posedge clk or posedge rst) begin
    if (rst) begin
        rat_table[0] <= 6'd0;
        for (int i = 1; i < 32; i++)
            rat_table[i] <= i;
    end else begin
        if (rename_en && rd_arch != 0)
            rat_table[rd_arch] <= rd_phys;
    end
end
    assign rs1_phys = rat_table[rs1_arch];
    assign rs2_phys = rat_table[rs2_arch];
    assign old_phys = (rename_en && rd_arch != 0)
                        ? rat_table[rd_arch]
                        : '0;
endmodule
```
**flow/run.sh**
```bash
#!/bin/bash
# OpenROAD 26Q1-2900-gdf79404cd8, Yosys 0.63+post, stock flow scripts
make -C /OpenROAD-flow-scripts/flow DESIGN_CONFIG=/design/flow/config.mk WORK_HOME=/design/flow/orfs finish
```
**flow/config.mk**
```make
export PLATFORM = sky130hd
export DESIGN_NAME = rat
export DESIGN_NICKNAME = rat
export VERILOG_FILES = /design/flow/design.v
export SDC_FILE = /design/flow/constraint.sdc
export NUM_CORES = 4
export LEC_CHECK = 1
export CORE_UTILIZATION = 50
```
**flow/constraint.sdc**
```tcl
current_design rat

set clk_period 5.5
set clk_io_pct 0.2

create_clock -name clk0 -period $clk_period [get_ports {clk}]

set non_clock_inputs [all_inputs -no_clocks]
set_input_delay [expr $clk_period * $clk_io_pct] -clock clk0 $non_clock_inputs
set_output_delay [expr $clk_period * $clk_io_pct] -clock clk0 [all_outputs]
```
==> reports/results.tsv <==
metric	value	unit
syn-cell-area	12850	sq um
clock.fmax	192.3	MHz
root_buffer	clkbuf_16	
final_cell_mix	141 x mux2_2, 112 x dfrtp_1, 91 x nor2_1	
placedInstanceArea	13610	sq um
synthCells	1309	
path_cells	clkdlybuf4s50_1 -> buf_4 -> nor2b_1 -> and3_1 -> a22oi_1 -> o21ai_1 -> a2111oi_0 -> buf_4 -> a21oi_1 -> clkdlybuf4s50_1	
dieArea	26340	sq um
clk_path_buf_depth	2	
period_minus_slack	5201	ps
vias	13580	
drtIter0Drc	2520	
grt_usage	61.21	%
cts_buffers	17	
hp-start	rat_table[0][1]	
synth-main-ff-cell	dfrtp_1	
area_growth	11.24	%
worstMarginPinSlew	1157	ps
relSlewSlack	22.60	%
grt_pass1_vias	12850	
die_w	162.3	microns
fill_cells	2130	
yosys-top-cells-area	dfrtp_1 22%, dfstp_2 16%, mux2_2 12%, mux2_1 6.7%, a22oi_1 5.3%	
coreArea	25180	sq um
drv_slew	0	
regMostFlops	rat_table	
async_reset_ff_share	100.0	%
r2r-start	rat_table[12][5]	
top_layer_used	met5	
yosys-stat-cells	1309	
outcome	finished, final reports clean	
cts.clk_slew.worst_paths	80	ps
cts_tree	built	
largest_reg_flops	192	
finalClockPeriodUsage	94.57	%
setup_viol	0	
edf_count	0	
postSynthAreaPerCell	9.815	sq um
ir_drop	284.5	uV
antenna_found_initial	12	
max_stage_delay	580	ps
hold_viol	0	
min_path_cells	0	
p_leak	5.609	nW
cp.required	4400	ps
grt_pass1_wl	104100	microns
cpLargestDelayFamily	buffers and inverters	
ys_chip_area	12850	sq um
reg2reg_depth	1	
routedWlPerCell	45.63	microns
synth_top_area_share	21.82	%
routed_wirelength	76160	microns
ant_nets	0	
drc	0	
hold_path.class	reg2reg	
io_buffer_count	41	
power_density	359.1	nW/um^2
ios	42	
fin_area	14290	sq um
wl_met3	14580	microns
ys_seq_share	38.18	%
fin_ws	298.8	ps
yosys.area.top_type	dfrtp_1	
cts_resized	0	
grt_max_degree	107	
synth-seq-cells	192	
critPathKind	in2out	
start_kind	primary input	
r2r_setup_slack	4280	ps
routed-wl-met2	28240	microns
log.warning_count	30	
regToRegEndpoint	rat_table[12][5]	
clk_latency	440	ps
cts.sinks	192	
crit_arrival	4100	ps
std_cell_rows	58	
cp.buffers_inverters	4	
fp_util	51.02	%
drive_above_1_share	24.75	%
die_h	162.3	microns
crit_fanout	29	
fin_setup_tns	0	ps
min_to	rat_table[0][1]	
rsz0062_at_grt	false	
cap_violations	0	
post_cts_buffers	0	
end_kind	primary output	
mostFrequentLayoutCell	mux2_2	
post_synth_num_cell_types	73	
dpl.hpwl	54100	microns
gp_congestion	1.299	
yosysWarnings	2	
hold_ws	419.5	ps
skew	0	ps
post-place-ws	503.8	ps
htreeDepth	4	
wl_met1	24350	microns
ctsHoldBuffers	0	
slowest_stage	a2111oi_0	
gr-total-overflow	0	
reg_top3	rat_table x192	
first_pass_iters	11	
routed_via_density	8.137	
==> per-layer routing <==
| layer | up-vias | global-route usage (%) |
|---|---|---|
| li1 | 5060 | - |
| met1 | 6467 | 70.55 |
| met2 | 1464 | 75.99 |
| met3 | 554 | 43.66 |
| met4 | 36 | 44.85 |
| met5 | - | 24.24 |
==> metrics by stage <==
stage	cells	util, %	total power (W)
floorplan	1309	-	0.002619
global placement	1623	54.03	0.003504
detailed placement	1623	54.03	0.003514
CTS	1655	56.61	0.004886
global route	1659	56.65	0.005111
finish	1669	56.75	0.005132
==> synth_stat cells (all sizes together), types with 6 or more instances <==
library cell / instances
buf: 58
nor3: 39
a21oi: 39
nor2b: 26
dfrtp: 112
a22oi: 90
mux2: 218
a22o: 17
nor2: 92
dfstp: 80
nand2b: 13
o211ai: 7
nand4: 34
o22ai: 14
o21ai: 39
a32oi: 23
and2: 15
a221oi: 6
inv: 10
mux2i: 41
and3: 19
nand2: 86
nand3b: 8
a31oi: 24
mux4: 6
clkbuf: 53
nand3: 49
==> how the worst max path moves through the flow <==
stage / startpoint / to / slack (ps) / cells after the start
4_1_cts: rd_arch[3] / old_phys[2] / 510 / 10
5_1_grt: rs2_arch[3] / rs2_phys[5] / 350 / 10
6_report: rd_arch[1] / old_phys[2] / 300 / 10
==> final cells by class <==
| type | instances | area (sq um) | share of cell area, % |
|---|---|---|---|
| Multi-Input combinational cell | 996 | 7407 | 51.83 |
| Sequential cell | 192 | 4905 | 34.32 |
| Timing Repair Buffer | 95 | 840.8 | 5.883 |
| Clock buffer | 17 | 425.4 | 2.977 |
| Tap cell | 330 | 412.9 | 2.889 |
| Clock inverter | 15 | 224.0 | 1.567 |
| Inverter | 10 | 41.29 | 0.2889 |
| Antenna cell | 14 | 35.03 | 0.2451 |
==> cells by family (layout without fill, tap and decap cells) <==
logic type             after synthesis  after routing  share of synthesized area (%)
and+or+nand+nor                    413            413                          16.30
DFF                                192            192                          38.18
other                                0             14                              0
buffers and inverters              121            137                          4.168
muxes                              265            265                          23.38
AOI/OAI and AO/OA                  318            318                          17.97
==> power breakdown <==
| group | total [W] | switching [W] | internal (W) | leakage, nW |
|---|---|---|---|---|
| sequential | 0.00274 | 0.000973 | 0.00177 | 2.28 |
| clock | 0.00138 | 0.000729 | 0.000651 | 0.313 |
| combinational | 0.00101 | 0.000546 | 0.000467 | 3.02 |
| total | 0.00513 | 0.00225 | 0.00288 | 5.61 |
Power figures rest on the tool's default switching activity, not on a simulated workload.
